File: /design/flow/design.v
`timescale 1ns / 1ps
module top(clk, reset, writed);
    input clk, reset;
    output [31:0] writed;
    wire [31:0] outa, outb, mr;
    wire wreg, m2reg, wmem, aluimm, regrt, ewreg, em2reg, ewmem, ealuimm, mwreg, mm2reg, mwmem, wwreg, wm2reg;
    wire [1:0] fwda, fwdb;
    wire [3:0] aluc, ealuc;
    wire [4:0] rn, rs, rd, rt, ern, mrn, wrn;
    wire [5:0] op, func;
    wire [8:0] pc_in, pc_out;
    wire [15:0] imm;
    wire [31:0] imm_ext, qa, qb, do, eqa, eqb, eimm_ext, eb, er, mqb, mdo, wr, wdo;
    pc pc_inst(pc_in, pc_out, reset, clk);
    pc_adder pc_adder_inst(pc_out, pc_in);
    i_mem i_mem_inst(pc_out, do);
    if_id if_id_inst(do, op, func, rs, rd, rt, imm, clk);
    sign_ext sign_ext_inst(imm, imm_ext);
    control_unit control_unit_inst(op, func, rs, rt, wreg, m2reg, wmem, aluc, aluimm, regrt, mrn, mm2reg, mwreg, ern, em2reg, ewreg, fwda, fwdb);
    mux_5 wmux_inst(regrt, rd, rt, rn);
    reg_file reg_file_inst(rs, rt, wrn, writed, qa, qb, wwreg);
    id_exe id_exe_inst(wreg, m2reg, wmem, aluc, aluimm, rn, outa, outb, imm_ext, ewreg, em2reg, ewmem, ealuc, ealuimm, ern, eqa, eqb, eimm_ext, clk);
    mux_32 alu_mux_inst(ealuimm, eqb, eimm_ext, eb);
    alu alu_inst(ealuc, eqa, eb, er);
    exe_mem exe_mem_inst(ewreg, em2reg, ewmem, ern, er, eqb, mwreg, mm2reg, mwmem, mrn, mr, mqb, clk);
    data_mem data_mem_inst(mr, mqb, mwmem, mdo);
    mem_wb mem_wb_inst(mwreg, mm2reg, mrn, mr, mdo, wwreg, wm2reg, wrn, wr, wdo, clk);
    mux_32 wb_mux_inst(wm2reg, wr, wdo, writed);
    mux_fwd fwda_inst(fwda, qa, er, mr, mdo, outa);
    mux_fwd fwdb_inst(fwdb, qb, er, mr, mdo, outb);
endmodule
module pc(in, out, reset, clk);
    input [8:0] in;
    input clk, reset;
    output reg [8:0] out;
    always @ (posedge clk) begin
        if (reset) begin
            out <= 0;
        end
        else begin
            out <= in;
        end
    end   
endmodule
module pc_adder(in, out);
    input [8:0] in;
    output [8:0] out;
    assign out = in + 4;
endmodule
module i_mem(a, do);
    input [8:0] a;  
    output [31:0] do;  
    wire [31:0] memory [0:16];  
    assign memory[0] = 32'b00000000001000100001100000100000;  
    assign memory[4] = 32'b00000001001000110010000000100010;  
    assign memory[8] = 32'b00000000011010010010100000100101;  
    assign memory[12] = 32'b00000000011010010011000000100110;  
    assign memory[16] = 32'b00000000011010010011100000100100;  
    assign do = memory[a];
endmodule
module if_id(do, op, func, rs, rd, rt, imm, clk);
    input [31:0] do;
    input clk;
    output reg [5:0] op, func;
    output reg [4:0] rs, rd, rt;
    output reg [15:0] imm;
    always @ (posedge clk) begin
        op <= do[31:26];
        rs <= do[25:21];
        rt <= do[20:16];
        if (do[31:26] == 6'b000000) begin  
            func <= do[5:0];  
            rd <= do[15:11];
            imm <= 16'bXXXXXXXXXXXXXXXX;
        end
        else begin  
            imm <= do[15:0];
            func <= 6'bXXXXXX;
            rd <= 5'bXXXXX;
        end
    end
endmodule
module sign_ext(in, out);
    input [15:0] in;
    output [31:0] out;
    assign out = {{16{in[15]}}, in};
endmodule
module control_unit(op, func, rs, rt, wreg, m2reg, wmem, aluc, aluimm, regrt, mrn, mm2reg, mwreg, ern, em2reg, ewreg, fwda, fwdb);
    input [5:0] op, func;
    input [4:0] rs, rt, mrn, ern;
    input mm2reg, mwreg, em2reg, ewreg;
    output reg wreg, m2reg, wmem, aluimm, regrt;
    output reg [1:0] fwda, fwdb;
    output reg [3:0] aluc;
    always @ (*) begin
        if(op == 6'b000000) begin  
            wreg <= 1;
            wmem <= 0;
            m2reg <= 0;
            regrt <= 0;
            aluimm <= 0;
            if (func == 6'b100000) begin  
                aluc <= 4'b0010;
            end
            else if (func == 6'b100010) begin  
                aluc <= 4'b0110;
            end
            else if (func == 6'b100100) begin  
                aluc <= 4'b0000;
            end
            else if (func == 6'b100101) begin  
                aluc <= 4'b0001;
            end
            else if (func == 6'b101010) begin  
                aluc <= 4'b0111;
            end
            else if (func == 6'b100110) begin  
                aluc <= 4'b1101;
            end
            else begin
                aluc <= 4'bXXXX;
            end
        end
        else if (op == 6'b100011) begin  
            wreg <= 1;
            wmem <= 0;
            m2reg <= 1;
            regrt <= 1;
            aluimm <= 1;
            aluc <= 4'b0010;
        end
        else if (op == 6'b101011) begin  
            wreg <= 0;
            wmem <= 1;
            m2reg <= 1'bX;
            regrt <= 1'bX;
            aluimm <= 1;
            aluc <= 4'b0010;
        end
        else begin
            wreg <= 1'bX;
            wmem <= 1'bX;
            m2reg <= 1'bX;
            regrt <= 1'bX;
            aluimm <= 1'bX;
            aluc <= 4'bXXXX;
        end
        fwda <= 2'b00;
        fwdb <= 2'b00;
        if(ewreg && rs == ern && ern != 0) begin
            if(em2reg) begin  
                fwda <= 2'b11;
            end
            else begin
                fwda <= 2'b01;
            end
        end
        else if(mwreg && rs == mrn && mrn != 0) begin
           if(mm2reg) begin
                fwda <= 2'b11;
            end
            else begin
                fwda <= 2'b10;
            end
        end
        if(ewreg && rt == ern && ern != 0) begin
            if(em2reg) begin
                fwdb <= 2'b11;
            end
            else begin
                fwdb <= 2'b01;
            end
        end
        else if(mwreg && rt == mrn && mrn != 0) begin
            if(mm2reg) begin
                fwdb <= 2'b11;
            end
            else begin
                fwdb <= 2'b10 ;
            end
        end
    end
endmodule
module mux_5(sel, rd, rt, out);
    input sel;
    input [4:0] rd, rt;
    output reg [4:0] out;
    always @ (*) begin
        if (sel) begin
            out <= rt;
        end
        else begin
            out <= rd;
        end
    end
endmodule
module mux_fwd(sel, q, r, mr, do, out);
    input [1:0] sel;
    input [31:0] q, r, mr, do;
    output reg [31:0] out;
    always @(*) begin
        case(sel)
            2'b00: out <= q;
            2'b01: out <= r;
            2'b10: out <= mr;
            2'b11: out <= do;
            default: out <= 31'hXXXXXXXX;
        endcase
    end
endmodule
module reg_file(read_a, read_b, writen, writed, qa, qb, write_enable);
    input [4:0] read_a, read_b, writen;
    input [31:0] writed;
    input write_enable;
    output [31:0] qa, qb;
    reg [31:0] file [0:255];
    reg [31:0] out_a, out_b;
    integer i;
    initial begin
        for (i = 0; i < 32; i = i + 1) begin
            file[i] <= 0;
        end
        file[0] <= 32'h00000000;
        file[1] <= 32'hA00000AA;
        file[2] <= 32'h10000011;
        file[3] <= 32'h20000022;
        file[4] <= 32'h30000033;
        file[5] <= 32'h40000044;
        file[6] <= 32'h50000055;
        file[7] <= 32'h60000066;
        file[8] <= 32'h70000077;
        file[9] <= 32'h80000088;
        file[10] <= 32'h90000099;
    end 
    always @ (*) begin
        if(write_enable) begin
            file[writen] <= writed;
        end
    end
    assign qa = file[read_a];
    assign qb = file[read_b];
endmodule
module id_exe(wreg, m2reg, wmem, aluc, aluimm, rn, qa, qb, imm_ext, ewreg, em2reg, ewmem, ealuc, ealuimm, ern, eqa, eqb, eimm_ext, clk);
    input clk;
    input wreg, m2reg, wmem, aluimm;
    input [3:0] aluc;
    input [4:0] rn;
    input [31:0] qa, qb, imm_ext;
    output reg ewreg, em2reg, ewmem, ealuimm;
    output reg [3:0] ealuc;
    output reg [4:0] ern;
    output reg [31:0] eqa, eqb, eimm_ext;
    always @ (posedge clk) begin
        ewreg <= wreg;
        em2reg <= m2reg;
        ewmem <= wmem;
        ealuimm <= aluimm;
        ealuc <= aluc;
        ern <= rn;
        eqa <= qa;
        eqb <= qb;
        eimm_ext <= imm_ext;
    end
endmodule
module mux_32(sel, qb, imm, out);
    input sel;
    input [31:0] qb, imm;
    output reg [31:0] out;
    always @ (*) begin
        if (sel) begin
            out <= imm;
        end
        else begin
            out <= qb;
        end
    end
endmodule
module alu(ealuc, a, b, r);
    input [3:0] ealuc;
    input [31:0] a, b;
    output reg [31:0] r;
    always @(*) begin
        case(ealuc)
            4'b0000: r <= a & b;
            4'b0001: r <= a | b;
            4'b0010: r <= a + b;
            4'b0110: r <= a - b;
            4'b0111: r <= a < b ? 1 : 0;
            4'b1100: r <= ~(a|b);
            4'b1101: r <= a ^ b;
            default: r <= 32'hXXXXXXXX;
        endcase
    end
endmodule
module exe_mem(ewreg, em2reg, ewmem, ern, er, eqb, mwreg, mm2reg, mwmem, mrn, mr, mqb, clk);
    input clk;
    input ewreg, em2reg, ewmem;
    input [4:0] ern;
    input [31:0] er, eqb;
    output reg mwreg, mm2reg, mwmem;
    output reg [4:0] mrn;
    output reg [31:0] mr, mqb;
    always @ (posedge clk) begin
        mwreg <= ewreg;
        mm2reg <= em2reg;
        mwmem <= ewmem;
        mrn <= ern;
        mr <= er;
        mqb <= eqb;
    end
endmodule
module data_mem(a, di, we, do);
    input we;
    input [31:0] a, di;
    output [31:0] do;
    reg [31:0] file [0:255];
    initial begin
        file[0] <= 32'hA00000AA;
        file[4] <= 32'h10000011;
        file[8] <= 32'h20000022;
        file[12] <= 32'h30000033;
        file[16] <= 32'h40000044;
        file[20] <= 32'h50000055;
        file[24] <= 32'h60000066;
        file[28] <= 32'h70000077;
        file[32] <= 32'h80000088;
        file[36] <= 32'h90000099;
    end
    always @ (*) begin
        if(we) begin
            file[a] <= di;
        end
    end
    assign do = file[a];
endmodule
module mem_wb(mwreg, mm2reg, mrn, mr, mdo, wwreg, wm2reg, wrn, wr, wdo, clk);
    input clk;
    input mwreg, mm2reg;
    input [4:0] mrn;
    input [31:0] mr, mdo;
    output reg wwreg, wm2reg;
    output reg [4:0] wrn;
    output reg [31:0] wr, wdo;
    always @ (posedge clk) begin
        wwreg <= mwreg;
        wm2reg <= mm2reg;
        wrn <= mrn;
        wr <= mr;
        wdo <= mdo;
    end
endmodule
File: /design/flow/run.sh
#!/bin/bash
# OpenROAD 26Q1-2900-gdf79404cd8, Yosys 0.63+post, stock flow scripts
make -C /OpenROAD-flow-scripts/flow DESIGN_CONFIG=/design/flow/config.mk WORK_HOME=/design/flow/orfs finish
File: /design/flow/config.mk
export PLATFORM = sky130hd
export DESIGN_NAME = top
export DESIGN_NICKNAME = top
export VERILOG_FILES = /design/flow/design.v
export SDC_FILE = /design/flow/constraint.sdc
export NUM_CORES = 4
export LEC_CHECK = 1
export CORE_UTILIZATION = 30
File: /design/flow/constraint.sdc
current_design top

set clk_period 13.7
set clk_io_pct 0.2

create_clock -name clk0 -period $clk_period [get_ports {clk}]

set non_clock_inputs [all_inputs -no_clocks]
set_input_delay [expr $clk_period * $clk_io_pct] -clock clk0 $non_clock_inputs
set_output_delay [expr $clk_period * $clk_io_pct] -clock clk0 [all_outputs]
==> results.yml <==
# synthesis and place-and-route metrics
clocking:
  cts_tree: "yes"
  hold_buffers: 0
  clk_latency_ps: 440
  post_cts_buffers: 0
  cts-root-buf: "clkbuf_16"
  cts_buffers: 17
  cts_resized: 0
  cts.path.max_buffers: 2
  htree_levels: 4
  clk_pin_slew_worst_paths_ps: 70
worst_setup_path:
  crit_chain: "nor4_4, nand2_1, nor4_1, a31oi_1, xnor2_1, ha_1, nand2_1, o21ai_0, nor2b_1, a31oi_1, a311oi_2, or4_1, nand3_1"
  cp_slowest_stage_delay_ps: 930
  rrSetupSlack_ps: 9130
  crit_path_end_kind: "flip-flop"
  worst-path-buf-inv: 0
  setup.worst_path.start_class: "flip-flop"
  critical_path_peak_fanout: 9
  critPathKind: "flip-flop to flip-flop"
  worstPathArrival_ps: 4950
  crit_family: "simple AND/OR/NAND/NOR gates"
  crit_slowest_cell: "nor4_1"
  worstPathRequired_ps: 14080
sta:
  tns_ps: 0
  drv_slew: 0
  setup_viol: 0
  fin_crit_sh: 0.334
  hold_slack_ps: 327
  post-route-min-period_ps: 4570
  skew_ps: 17.1
  worst_slew_pin_slew_ps: 1050
  finalHoldViolations: 0
  unclocked_pins: 128
  final.setup.worst_slack_ps: 9130
  untimed_endpoints: 128
  rsz0062_at_grt: "false"
  relSlewSlack: 0.291
  fmax_mhz: 219
synthesis:
  ys_warn_count: 7567
  ys_cells: 1377
  syn_inst: 1377
  ys.flop_type: "dfxtp_1"
  numSynthFlops: 280
  edf_count: 0
  ys_chip_area_um2: 12400
  syn_area_um2: 12400
  async_flop_share: 0
  synth_cell_types: 78
  synth.avg_cell_area_um2: 9.04
cells_and_area:
  fillCellCount: 4064
  seqCellArea_um2: 4970
  drive_gt1_frac: 0.0759
  mi_logic_area_um2: 6770
  areaGrowthSynthToFinish_pct: 12.4
detailed_routing:
  diodes: 0
  drt-initial-drc-count: 540
  antenna_left: 0
  remaining_drc_errors: 0
  routed_wl_mm: 34.4
  firstDrtPassIters: 5
  vias: 10000
  vias_per_cell: 5.23
  routedWlPerCell_um: 18.0
power_and_ir_drop:
  power.total_uw: 3660
  p_leak_uw: 0.00587
  power.density_nw_per_um2: 262
  peakVddDrop_mv: 0.111
grt:
  grt_pass1_wl_mm: 55.0
  grt.overflow.total: 0
  gr-usage-all-layers: 0.171
  antenna_found_initial: 0
  grt_pass1_vias: 9972
  grt_max_degree: 56
place:
  dpl.hpwl_mm: 23.4
  io_buffers: 33
  dp_slack_ps: 9130
  globalplace.congestion: 0.925
hold_path:
  hp-class: "flip-flop to flip-flop"
die:
  die_w_um: 206
  num_rows: 74
  die_height_um: 206
  fp_util: 0.305
  ios: 34
  die_area_um2: 42300
  core_area_um2: 40800
flow_run:
  max_cap_viol_count: 0
  openroad.warnings: 61
run_status:
  status: "completed"
[state kept, by name, summed over array words and instances, names as in the netlist]
name                flops
id_exe_inst.ealuc       4
id_exe_inst.eqa        32
pc_inst.out             3
if_id_inst.func         2
mem_wb_inst.wr         32
exe_mem_inst.mrn        3
if_id_inst.rd           2
if_id_inst.rs           2
id_exe_inst.ern         3
id_exe_inst.eqb        32
mem_wb_inst.wrn         3
exe_mem_inst.mr        32
if_id_inst.rt           2
reg_file_inst.file    128
[cell families after synthesis]
logic type,synth area share
AND-OR/OR-AND,0.206
flip-flops,0.245
latches,0.154
AND/OR/NAND/NOR,0.128
adder cells (fa/ha/maj),0.103
XOR/XNOR,0.0338
buffers and inverters,0.0594
multiplexers,0.0707
[routing by layer]
metal / global-route usage / share of wire / vias up
met3: 0.0301 / 0.041 / 19
met2: 0.284 / 0.48 / 209
li1: - / - / 4939
met5: 0 / 0 / -
met1: 0.240 / 0.47 / 4861
met4: 0.0228 / 0.011 / 0
[stage by stage]
stage               area [um2]  utilization  std cells
finish                   14000        0.343       1916
global route             14000        0.343       1916
CTS                      14000        0.343       1916
detailed placement       13300        0.326       1884
global placement         13300        0.326       1884
floorplan                12400            -       1377
[final timing paths]
path / from / to / depth (start not counted)
min reg2reg: if_id_inst.rd[0] / id_exe_inst.ern[0] / 0
max reg2reg: id_exe_inst.eqb[4] / id_exe_inst.eqb[31] / 13
max: id_exe_inst.eqb[4] / id_exe_inst.eqb[31] / 13
min: if_id_inst.rd[0] / id_exe_inst.ern[0] / 0
[power by group]
group          internal, uW  switching (uW)  total (uW)  leakage (uW)
registers               876             270        1150       0.00230
logic                   853            1120        1970       0.00324
clock network           344             198         542      0.000323
[Yosys cell counts (8+ instances only)]
cell | number | area, um2
a211oi_1 | 49 | 368
a21oi_1 | 109 | 546
a22oi_1 | 11 | 82.6
a31oi_1 | 26 | 163
and3_1 | 9 | 56.3
buf_2 | 8 | 40.0
clkbuf_1 | 64 | 240
dfxtp_1 | 152 | 3040
dlxtn_1 | 128 | 1920
ha_1 | 101 | 1260
inv_1 | 109 | 409
mux2i_1 | 35 | 350
mux4_2 | 20 | 450
nand2_1 | 75 | 282
nand2b_1 | 10 | 62.6
nand3_1 | 18 | 90.1
nand4_1 | 9 | 56.3
nor2_1 | 76 | 285
nor2b_1 | 10 | 62.6
nor3_1 | 48 | 240
nor3b_1 | 25 | 188
o211ai_1 | 17 | 128
o21a_1 | 10 | 75.1
o21ai_0 | 65 | 325
o311ai_0 | 11 | 96.3
xnor2_1 | 41 | 359
[cell usage in the layout (no fill, tap or decap), types with 6 or more instances in the layout]
master / n
a222oi_1: 7
mux4_2: 20
buf_4: 23
nor2b_1: 10
clkdlybuf4s50_1: 33
nor3_1: 46
xor2_1: 7
dlxtn_1: 128
o211ai_1: 17
inv_1: 109
mux2i_1: 35
a31oi_1: 26
nand2_1: 75
a21oi_1: 109
o21a_1: 10
xnor2_1: 41
dfxtp_1: 150
a22oi_1: 11
nand2b_1: 10
or3_1: 6
and3_1: 8
a211oi_1: 48
o311ai_0: 11
mux2_2: 7
nor2_1: 76
nor3b_1: 25
clkbuf_16: 17
a21o_1: 7
ha_1: 101
a221oi_1: 6
o21ai_0: 65
nand3_1: 18
nand4_1: 9
[cell type report]
cell class / instances / share of cell area
Multi-Input combinational cell: 907 / 0.484
Sequential cell: 280 / 0.355
Tap cell: 532 / 0.0476
Timing Repair Buffer: 56 / 0.0360
Clock buffer: 22 / 0.0346
Inverter: 109 / 0.0292
Clock inverter: 10 / 0.0134
Power and IR drop assume default switching activity.
